==> design/flow/config.mk <==
export PLATFORM = sky130hd
export DESIGN_NAME = right_shifter_arithmetic
export DESIGN_NICKNAME = right_shifter_arithmetic
export VERILOG_FILES = /design/flow/design.v
export SDC_FILE = /design/flow/constraint.sdc
export NUM_CORES = 4
export LEC_CHECK = 1
export CORE_UTILIZATION = 40
==> design/flow/run.sh <==
#!/bin/bash
# OpenROAD 26Q1-2900-gdf79404cd8, Yosys 0.63+post, stock flow scripts
make -C /OpenROAD-flow-scripts/flow DESIGN_CONFIG=/design/flow/config.mk WORK_HOME=/design/flow/orfs finish
==> design/flow/design.v <==
module right_shifter_arithmetic(
    input  signed [63:0] data_in,  
    input  [5:0] shift_amt,  
    output signed [63:0] data_out
);
    wire [63:0] stage1, stage2, stage3, stage4, stage5, stage6;
    wire [63:0] temp1, temp2, temp3, temp4, temp5, temp6;
    assign stage1[63:62] = {2{data_in[63]}};
    generate
        genvar i;
        for (i = 61; i>=0; i=i-1) begin: shift_1
            assign stage1[i] = data_in[i+1]; 
        end
    endgenerate
    assign temp1 = shift_amt[0] ? stage1[63:0] : data_in;
    assign stage2[63:61] = {3{data_in[63]}}; 
    generate
        for (i = 60; i >= 0; i=i-1) begin: shift_2
            assign stage2[i] = temp1[i+2]; 
        end
    endgenerate
    assign temp2 = shift_amt[1] ? stage2[63:0] : temp1;
    assign stage3[63:59] = {5{data_in[63]}};
    generate
        for (i = 58; i >= 0; i=i-1) begin: shift_3
            assign stage3[i] = temp2[i+4]; 
        end
    endgenerate
    assign temp3 = shift_amt[2] ? stage3[63:0] : temp2;
    assign stage4[63:55] = {9{data_in[63]}};
    generate
        for (i = 54; i >= 0; i=i-1) begin: shift_4
            assign stage4[i] = temp3[i+8]; 
        end
    endgenerate
    assign temp4 = shift_amt[3] ? stage4[63:0]: temp3;
    assign stage5[63:47] = {17{data_in[63]}};
    generate
        for (i = 46; i >= 0; i=i-1) begin: shift_5
            assign stage5[i] = temp4[i+16]; 
        end
    endgenerate
    assign temp5 = shift_amt[4] ? stage5[63:0] : temp4;
    assign stage6[63:31] = {33{data_in[63]}};
    generate
        for (i = 30; i>=0; i=i-1) begin: shift_6
            assign stage6[i] = temp5[i+32]; 
        end
    endgenerate
    assign temp6 = shift_amt[5] ? stage6[63:0] : temp5;
    assign data_out = temp6;
endmodule
==> design/flow/constraint.sdc <==
current_design right_shifter_arithmetic

set clk_period 7.0
set clk_io_pct 0.2

create_clock -name clk0 -period $clk_period

set non_clock_inputs [all_inputs -no_clocks]
set_input_delay [expr $clk_period * $clk_io_pct] -clock clk0 $non_clock_inputs
set_output_delay [expr $clk_period * $clk_io_pct] -clock clk0 [all_outputs]
==> results.py <==
# Physical implementation metrics
metrics = {
    "run_status": {
        "outcome": "completed",
    },
    "global_routing": {
        "grt_pass1_wl_um": 29700,
        "grt_start_max_net_pins": 59,
        "grt_pass1_vias": 4897,
        "overflow": 0,
        "grt_antenna_before_repair": 0,
        "grt_usage_pct": 32.1,
    },
    "place": {
        "hpwl_um": 15800,
        "pre_cts_ws_ns": 1.11,
        "port_buffers": 134,
        "placed_area_mm2": 0.00602,
        "gp_congestion": 0.979,
        "dp_cells": 766,
    },
    "timing": {
        "slew_viol_final": 0,
        "fin_crit_sh_pct": 84.4,
        "setup_slack_ns": 1.09,
        "timing.slew.headroom_pct": 36.6,
        "rsz0062_at_grt": "no",
        "setup_viol_count_final": 0,
        "fmaxAchievable_mhz": 169,
        "finalSetupTns_ns": 0,
        "tightest_slew_ns": 0.951,
        "finalHoldViolations": 0,
        "fin_crit_ns": 5.91,
    },
    "yosys": {
        "synth_cell_type_count": 63,
        "yosys_area_mm2": 0.00481,
        "ys_cells": 534,
        "avgSynthCellArea_um2": 9.01,
        "syn_inst": 534,
        "yosysWarnings": 0,
        "synth_area_mm2": 0.00481,
        "synth_seq_share_pct": 0,
    },
    "pwr": {
        "powerDensity_mw_per_mm2": 90.7,
        "power_uw": 546,
        "leakage_nw": 2.25,
        "ir_drop_v": 0.0000673,
    },
    "cells_and_area": {
        "area_growth_pct": 25.1,
        "ff_count": 0,
        "final-seq-area_um2": 0,
        "stdcell_count": 766,
        "fin_area_mm2": 0.00602,
        "drive_gt1_share_pct": 19.7,
        "clkbuf_count": 0,
    },
    "route": {
        "wl_per_cell_um": 25.8,
        "drc": 0,
        "vias": 5324,
        "antenna_cells": 0,
        "antenna_left": 0,
        "dr.pass1.iters": 27,
        "via_per_inst": 6.95,
        "drtIter0Drc": 526,
        "routed_wirelength_um": 19800,
    },
    "floorplanning": {
        "die_w_um": 112,
        "die_h_um": 112,
        "core_area_mm2": 0.0116,
        "fp-utilization_pct": 41.6,
        "dieArea_mm2": 0.0125,
        "io_pins": 134,
        "num_rows": 39,
    },
    "critical_path": {
        "crit_path_max_incr_delay_ns": 0.65,
        "cp.required_ns": 5.60,
        "cp-start-kind": "primary input",
        "cp_slowest_cell": "buf_4",
        "crit_fanout": 58,
        "cp.arrival_ns": 4.51,
        "end_kind": "primary output",
        "setup.worst_path.class": "primary input to primary output",
        "path_cells": "buf_4 > buf_12 > mux4_2 > mux2_2 > o221ai_1 > nor2_1 > a211o_1 > clkdlybuf4s50_1",
    },
    "cts": {
        "cts_resized": 0,
        "postCtsHoldBufs": 0,
        "cts_setup_buffers": 0,
    },
    "flow_run": {
        "cap_violations": 0,
        "warnings": 32,
    },
    "min_path": {
        "hp-class": "primary input to primary output",
    },
}
-- metal layers --
metal | track usage [%] | vias to the layer above | share of wire (%)
met1 | 53.0 | 2541 | 45
met3 | 7.31 | 48 | 12
li1 | - | 2372 | -
met5 | 0 | - | 0
met4 | 7.30 | 0 | 3.1
met2 | 43.3 | 363 | 40
-- critical path, delay by kind of cell --
kind / cells / cell delay [ns]
mux: 2 / 0.86
buf+inv: 3 / 1.41
compound gates: 2 / 0.72
simple gates: 1 / 0.09
-- synthesized netlist by cell type (5+ instances only) --
library cell  instances  area (um2)
o21ai_0              36         180
a211oi_1              6        45.0
o211ai_1              9        67.6
a22o_1               11        96.3
buf_6                12         135
o221ai_1              8        70.1
inv_1                 7        26.3
clkbuf_1             25        93.8
nand2_1              46         173
mux4_2               51        1150
mux2i_1              55         551
buf_4                11        82.6
o21a_1                7        52.6
nand2b_1             10        62.6
mux2_2               43         484
nor3_1                5        25.0
nor2b_1               5        31.3
a21oi_1              17        85.1
nor2_1               44         165
o22ai_1              10        62.6
mux4_1               13         342
a221oi_1              9        78.8
a211o_1               5        43.8
a22oi_1               8        60.1
buf_2                 5        25.0
-- layout make-up --
type	instances	area (um2)
Multi-Input combinational cell	463	4350
Tap cell	143	179
Fill cell	1068	5540
Inverter	9	33.8
Timing Repair Buffer	151	1460
-- logic make-up after synthesis --
logic type / after synthesis / share of synthesized area (%)
AOI/OAI and AO/OA: 170 / 25.6
muxes: 162 / 52.5
and+or+nand+nor: 131 / 12.2
buffers and inverters: 71 / 9.72
-- final timing paths --
| path | from | endpoint | slack, ns | depth (start not counted) |
|---|---|---|---|---|
| min | data_in[63] | data_out[63] | 3.82 | 3 |
| max | shift_amt[1] | data_out[0] | 1.09 | 8 |
-- cells in the final DEF (no fill, tap or decap), types with 3 or more instances in the layout --
cell type        instances
buf_2                    3
a32oi_1                  3
o32ai_1                  3
and2_1                   3
a22o_1                  11
a21oi_1                 17
o31ai_1                  3
and3_1                   4
o211a_1                  4
a222oi_1                 4
nor2_1                  44
o21ai_0                 36
a21o_1                   4
a211oi_1                 6
nand3_1                  4
nand4_1                  3
o211ai_1                 9
a22oi_1                  8
o22ai_1                 10
buf_4                   17
a2bb2oi_1                3
nand2b_1                10
mux2_2                  43
or2_2                    3
inv_1                    7
nor3_1                   5
clkdlybuf4s50_1        130
a211o_1                  5
mux4_1                  13
nand2_1                 46
a221oi_1                 9
o21a_1                   7
nor2b_1                  5
mux2i_1                 55
mux4_2                  51
o221ai_1                 8
-- report_power, final --
group / leakage [nW] / switching [mW] / total, mW / internal (mW)
logic: 2.25 / 0.267 / 0.546 / 0.280
clock network: 0 / 0 / 0 / 0
registers: 0 / 0 / 0 / 0
total: 2.25 / 0.267 / 0.546 / 0.280
-- per-stage QoR --
step	hold slack (ns)	utilization [%]
5_1_grt	3.86	52.1
3_5_place_dp	3.82	52.1
3_3_place_gp	3.82	52.1
2_1_floorplan	2.87	-
6_report	3.82	52.1
4_1_cts	3.82	52.1
Power is estimated from default activity; no workload was simulated.
